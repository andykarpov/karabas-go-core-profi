File: run.sh
#!/bin/bash
# OpenROAD 26Q1-2900-gdf79404cd8, Yosys 0.63+post, stock flow scripts
make -C /OpenROAD-flow-scripts/flow DESIGN_CONFIG=/design/flow/config.mk WORK_HOME=/design/flow/orfs finish
File: config.mk
export PLATFORM = sky130hd
export DESIGN_NAME = vga_scandoubler
export DESIGN_NICKNAME = vga_scandoubler
export VERILOG_FILES = /design/flow/design.v
export SDC_FILE = /design/flow/constraint.sdc
export NUM_CORES = 4
export LEC_CHECK = 1
export CORE_UTILIZATION = 40
export SYNTH_MEMORY_MAX_BITS = 65536
File: constraint.sdc
current_design vga_scandoubler

set clk_period 10354.2
set clk_io_pct 0.2

create_clock -name clk0 -period $clk_period [get_ports {clk}]

set non_clock_inputs [all_inputs -no_clocks]
set_input_delay [expr $clk_period * $clk_io_pct] -clock clk0 $non_clock_inputs
set_output_delay [expr $clk_period * $clk_io_pct] -clock clk0 [all_outputs]
File: design.v
`timescale 1ns / 1ps
`default_nettype none
module vga_scandoubler (
  input wire clk,
  input wire clk28en,
  input wire clk14en,
  input wire enable_scandoubling,
  input wire disable_scaneffect,   
  input wire [2:0] ri,
  input wire [2:0] gi,
  input wire [2:0] bi,
  input wire hsync_ext_n,
  input wire vsync_ext_n,
  input wire csync_ext_n,
  output reg [5:0] ro,
  output reg [5:0] go,
  output reg [5:0] bo,
  output reg hsync,
  output reg vsync
  );
  parameter [31:0] CLKVIDEO = 12000;
  parameter [63:0] HSYNC_COUNT = (CLKVIDEO * 3360 * 2)/1000000;
  parameter [63:0] VSYNC_COUNT = (CLKVIDEO * 114320 * 2)/1000000;
  reg [10:0] addrvideo = 11'd0, addrvga = 11'b00000000000;
  reg [9:0] totalhor = 10'd0;
  wire [2:0] rout, gout, bout;
  vgascanline_dport memscan (
    .clk(clk),
	 .clk28en(clk28en),
    .addrwrite(addrvideo),
    .addrread(addrvga),
    .we(clk14en),
    .din({ri,gi,bi}),
    .dout({rout,gout,bout})
  );
  reg scaneffect = 1'b0;
  wire [2:0] rout_dimmed, gout_dimmed, bout_dimmed;
  color_dimmed apply_to_red   (rout, rout_dimmed);
  color_dimmed apply_to_green (gout, gout_dimmed);
  color_dimmed apply_to_blue  (bout, bout_dimmed);
  wire [2:0] ro_vga = (scaneffect | disable_scaneffect)? rout : rout_dimmed;
  wire [2:0] go_vga = (scaneffect | disable_scaneffect)? gout : gout_dimmed;
  wire [2:0] bo_vga = (scaneffect | disable_scaneffect)? bout : bout_dimmed;
  reg hsync_ext_n_prev = 1'b1;
  always @(posedge clk) begin
    if (clk28en == 1'b1 && clk14en == 1'b1) begin
      hsync_ext_n_prev <= hsync_ext_n;
      if (hsync_ext_n == 1'b0 && hsync_ext_n_prev == 1'b1) begin
        totalhor <= addrvideo[9:0];
        addrvideo <= {~addrvideo[10],10'b0000000000};
      end
      else
        addrvideo <= addrvideo + 11'd1;
    end
  end
  reg hsync_ext_n_prev2 = 1'b1;
  always @(posedge clk) begin
	 if (clk28en == 1'b1) begin
      hsync_ext_n_prev2 <= hsync_ext_n;
      if (addrvga[9:0] == totalhor && hsync_ext_n == 1'b1 && hsync_ext_n_prev2 == 1'b1) begin
         addrvga <= {addrvga[10], 10'b000000000};
         scaneffect <= ~scaneffect;
      end
      else if (hsync_ext_n == 1'b0 && hsync_ext_n_prev2 == 1'b1  ) begin
        addrvga <= {addrvideo[10],10'b000000000};
        scaneffect <= ~scaneffect;
      end
      else
        addrvga <= addrvga + 11'd1;
	 end
  end
  reg hsync_vga, vsync_vga;
  always @* begin
    if (addrvga[9:0] < HSYNC_COUNT[9:0])
       hsync_vga = 1'b0;
    else
       hsync_vga = 1'b1;
  end
  reg [15:0] cntvsync = 16'hFFFF;
  initial vsync_vga = 1'b1;
  always @(posedge clk) begin
	 if (clk28en == 1'b1) begin
      if (vsync_ext_n == 1'b0) begin
        if (cntvsync == 16'hFFFF) begin
          cntvsync <= 16'd0;
          vsync_vga <= 1'b0;
        end
        else if (cntvsync != 16'hFFFE) begin
          if (cntvsync == VSYNC_COUNT[15:0]) begin
            vsync_vga <= 1'b1;
            cntvsync <= 16'hFFFE;
          end
          else
            cntvsync <= cntvsync + 16'd1;
        end
      end
      else if (vsync_ext_n == 1'b1)
        cntvsync <= 16'hFFFF;
	 end
  end
  always @* begin
    if (enable_scandoubling == 1'b0) begin  
      ro = {ri,ri};
      go = {gi,gi};
      bo = {bi,bi};
      hsync = csync_ext_n;
      vsync = 1'b1;
    end
    else begin   
      ro = {ro_vga,ro_vga};
      go = {go_vga,go_vga};
      bo = {bo_vga,bo_vga};
      hsync = hsync_vga;
      vsync = vsync_vga;
    end
  end
endmodule
module vgascanline_dport (
 input wire clk,
 input wire clk28en,
 input wire [10:0] addrwrite,
 input wire [10:0] addrread,
 input wire we,
 input wire [8:0] din,
 output reg [8:0] dout
 );
 reg [8:0] scan[0:2047];  
 always @(posedge clk) begin
	if (clk28en == 1'b1) begin
	  dout <= scan[addrread];
	  if (we == 1'b1)
		scan[addrwrite] <= din;
	end
 end
endmodule
module color_dimmed (
    input wire [2:0] in,
    output reg [2:0] out  
    );
    always @* begin   
        case (in)  
            3'd0 : out = 3'd0;
            3'd1 : out = 3'd1;
            3'd2 : out = 3'd1;
            3'd3 : out = 3'd2;
            3'd4 : out = 3'd3;
            3'd5 : out = 3'd3;
            3'd6 : out = 3'd4;
            3'd7 : out = 3'd5;
            default: out = 3'd0;
        endcase
    end
endmodule
==> results_slide.txt <==
Implementation Results

Status
  – Run status: complete, no violations

Finish
  – Layout area overhead: 13.2%
  – Final instance count without filler cells: between 50000 and 60000
  – Share of cells above drive strength 1: 26.6%
  – Design area: 811000 µm²

Hold path
  – Hold Crit Class: reg -> reg

Final timing
  – Worst-margin pin slew: 1400 ps
  – Final period utilization: 40.0%
  – RSZ-0062 raised after global routing: no
  – Layout Skew: ~140 ps
  – Total Neg Setup Slack: 0 ps
  – Max Clk Rate: 0.241 MHz
  – Final Hold Violation Tally: 0
  – Tmin final: roughly 4100000 ps
  – Slew headroom: 6.59%
  – Endpoints failing setup: 0
  – Slew Viols, Final: 0

Synthesis
  – Largest type area fraction: 77.6%
  – Top cells by count, synth: 18500 x edfxtp_1, 4711 x mux4_2, 2225 x nor2_1, 1332 x mux2i_1, 877 x nand2_1
  – Post-synth seq share: 77.6%
  – Post-synth EDFFs: 18500
  – Cell area after synthesis: 716000 µm²
  – Synth area leader: edfxtp_1
  – Flops after synth: about 18000
  – Post-Syn Instances: 32400
  – Top_reg_cell synth: edfxtp_1
  – Async set or reset register ratio after synthesis: 0%
  – Synth warn: 3
  – Avg Inst Size Synth: 22.1 µm²
  – Ys cells: 32400
  – Most numerous cell in the Yosys netlist: edfxtp_1
  – Distinct lib cells used: 83
  – Top cells by area: edfxtp_1 78%, mux4_2 15%, mux2i_1 1.9%
  – Yosys Chip Area: 716000 µm²

GRT
  – Maximum number of pins on one net before global-route repair: 124
  – Antenna violations before repair: ~330
  – Total GRT Usage: 28.4%
  – Vias in the first global route: ~400k
  – Global route overflow: 0
  – Global-route wire length before repair: 3150 mm

Setup path
  – Crit end category: primary output
  – Worst path most repeated cell: clkdlybuf4s50_1
  – CP Cell Sequence: clkdlybuf4s50_1 -> or2_2 -> nor3b_1 -> a21oi_1 -> a31oi_1 -> clkdlybuf4s50_1
  – CP Max Fanout: 12
  – CP delay by family, top: buffers and inverters
  – CP arrival: 2073100 ps
  – Worst Path Buf+Inv: 2
  – CP Launch Type: input port
  – Crit path kind: in -> out
  – Critical-path top delay cell: clkdlybuf4s50_1
  – Peak per-stage delay on the critical path: 550 ps
  – CP required: 8283360 ps

Power
  – LEAKAGE: approximately 0.25 µW
  – Power Total: ~160 µW
  – Worst vdd ir: 0.182 µV
  – PwrDens: just over 0.2 nW/µm²

Die
  – FP Util: 40.1%
  – Core area: 1790000 µm²
  – Cell Rows: ~490
  – Total die area: around 1800000 µm²
  – Die width: 1.34 mm
  – DIE HEIGHT: between 1 and 1.5 mm
  – Io pins: 37

CTS
  – Root buffer cell: clkbuf_16
  – Hold buffers post-CTS: 0
  – Post-CTS setup buffer count: 0
  – CTS Sinks: roughly 18000
  – Max clock buf depth: 6
  – H-tree depth: 7
  – Num CTS Buffers: 1842
  – CTS tree: yes
  – Post_cts resized: 0
  – Reg clk slew, reported paths: 70 ps
  – Clk latency late pin: 1410 ps

Route
  – DRT Pass-1 Iters: 8
  – Vias per inst: about 5.9
  – Initial drt markers: 26500
  – DRC Markers: 0
  – Drt wl/cell: 38.7 µm
  – Drt total wl: about 2300 mm
  – Total number of vias: between 300k and 400k
  – Final ANT Viol Nets: 0

Placement
  – GP Congestion: between 0.9 and 1
  – Placed Cells: between 50000 and 60000
  – Port bufs: 36
  – Placed wire-length estimate: between 1500 and 2000 mm
  – Post-DP Area: around 750000 µm²

Run
  – Max-cap violations: 0
  – Tool warnings: 86
[area by class of cell]
type,instances,area (µm²)
Fill cell,144000,975000
Clock buffer,2175,47900
Sequential cell,18500,555000
Tap cell,23700,29600
Timing Repair Buffer,1782,14300
Clock inverter,1125,10900
Inverter,27,155
Multi-Input combinational cell,11800,151000
Antenna cell,670,1680
[stage by stage]
| step | hold WS (ps) | utilization [%] | setup slack, ps |
|---|---|---|---|
| 2_1_floorplan | 424 | - | 6211530 |
| 3_3_place_gp | 576 | 42.0 | 6210100 |
| 3_5_place_dp | 578 | 42.0 | 6210270 |
| 4_1_cts | 583 | 45.3 | 6210280 |
| 5_1_grt | 615 | 45.3 | 6210170 |
| 6_report | 585 | 45.4 | 6210260 |
[registers in the layout, summed over array words and instances (netlist names)]
signal / cells
hsync_ext_n_prev: 1
memscan.scan: 18432
cntvsync: 16
hsync_ext_n_prev2: 1
addrvga: 11
vsync_vga: 1
totalhor: 10
addrvideo: 11
scaneffect: 1
memscan.dout: 9
[worst paths after layout]
kind                                         start               to  slack (ps)  depth (start not counted)
worst max-delay path            disable_scaneffect            ro[1]     6210260                          6
worst min-delay path                  addrvideo[1]      totalhor[1]         590                          0
worst max register to register          addrvga[0]  memscan.dout[8]    10344270                         20
worst min register to register        addrvideo[1]      totalhor[1]         590                          0
[cells by family (layout without fill, tap and decap cells)]
logic type / count (synthesis) / after routing / synth area share [%]
and+or+nand+nor: 3662 / 3662 / 2.08
AOI/OAI and AO/OA: 1960 / 1960 / 1.89
adders and majority gates: 13 / 13 / 0.0227
xor gates and xnor gates: 41 / 41 / 0.0502
DFF: 18500 / 18500 / 77.6
buffers and inverters: 2109 / 5109 / 1.56
other: 0 / 670 / 0
muxes: 6137 / 6137 / 16.8
[power by group]
| group | total (µW) | internal [µW] | switching (µW) |
|---|---|---|---|
| Combinational | 14.9 | 4.68 | 10.2 |
| Sequential | 82.6 | 82.4 | 0.0237 |
| Clock | 65.8 | 37.9 | 27.8 |
| Total | 163 | 125 | 38.0 |
[cells in the final DEF, fill, tap and decap left out, types with 180 or more instances in the layout]
cell and n:
bufinv_16 206, nand3_1 180, nor2_1 2192, a21oi_1 344, mux2i_1 1331, mux4_2 4711
buf_4 1692, nand2_1 823, o21ai_0 217, clkinv_1 383, o22ai_1 229, clkbuf_16 1866
clkinv_2 375, clkbuf_1 309, diode_2 670, edfxtp_1 18500, a22oi_1 328
[metal layers]
metal	up-vias	wire length, µm	track usage (%)	part of all wire, %
li1	140000	-	-	-
met1	178000	614000	26.9	27
met2	28900	1020000	37.9	44
met3	4997	524000	28.8	23
met4	516	145000	14.3	6.2
met5	-	14300	8.61	0.62
Power figures rest on the tool's default switching activity, not on a simulated workload.
